<file path="flow/run.sh">
#!/bin/bash
# OpenROAD 26Q1-2900-gdf79404cd8, Yosys 0.63+post, stock flow scripts
make -C /OpenROAD-flow-scripts/flow DESIGN_CONFIG=/design/flow/config.mk WORK_HOME=/design/flow/orfs finish
</file>
<file path="flow/config.mk">
export PLATFORM = sky130hd
export DESIGN_NAME = uart_top
export DESIGN_NICKNAME = uart_top
export VERILOG_FILES = /design/flow/design.v
export SDC_FILE = /design/flow/constraint.sdc
export NUM_CORES = 4
export LEC_CHECK = 1
export CORE_UTILIZATION = 50
</file>
<file path="flow/constraint.sdc">
current_design uart_top

set clk_period 3.5
set clk_io_pct 0.2

create_clock -name clk0 -period $clk_period [get_ports {clk}]

set non_clock_inputs [all_inputs -no_clocks]
set_input_delay [expr $clk_period * $clk_io_pct] -clock clk0 $non_clock_inputs
set_output_delay [expr $clk_period * $clk_io_pct] -clock clk0 [all_outputs]
</file>
<file path="flow/design.v">
`timescale 1ns / 1ps
module fifo_buf(clk, reset, wr_en, rd_en, w_data, r_data, full, empty, not_empty);
	parameter W = 8;
	parameter D = 8;
	input clk, reset;
	input wr_en, rd_en;
	input [W-1:0] w_data;
	output reg [W-1:0] r_data;
	output full, empty, not_empty;
	reg [W-1:0] mem [D-1:0];
	reg [$clog2(D):0] rd_ptr, wr_ptr; 		 
	integer i;
	always @(posedge clk, negedge reset)
		begin
			if(!reset)
				begin
					r_data <= 0;
				end
			else if(rd_en && (!empty)) 
				begin
					r_data <= mem[rd_ptr];
				end
		end
	always @(posedge clk, negedge reset)
		begin
			if(!reset)
				begin
					for(i=0; i<8; i=i+1)
						mem[i] <= 0;
				end
			else if(wr_en && (!full)) 
				begin
					mem[wr_ptr] <= w_data;
				end
		end
	always @(posedge clk, negedge reset)
		begin
			if(!reset)
				begin
					rd_ptr <= 0;
					wr_ptr <= 0;
				end
			else
				begin
					if(rd_en && (!empty))
						rd_ptr <= rd_ptr + 1;
					if(wr_en && (!full))
						wr_ptr <= wr_ptr + 1;
				end
		end
	assign full  = ((wr_ptr[$clog2(D)] != rd_ptr[$clog2(D)]) &&(wr_ptr[$clog2(D)-1:0] == rd_ptr[$clog2(D)-1:0]))? 1'b1 : 1'b0;
	assign empty = (wr_ptr == rd_ptr)? 1'b1 : 1'b0;
	assign not_empty = ~empty;
endmodule
`timescale 1ns / 1ps
module mod_m_counter (clk, reset, max_tick, q);
	parameter N = 8, 
		  M = 163;	 
	input clk, reset;
	output [N-1:0] q;
	output max_tick;
	reg [N-1:0] q;
	always @(posedge clk)
		begin
			if(!reset)
				q <= {N{1'b0}};
			else
				q <= q + 1;
		end
	assign max_tick = (q == M)? 1'b1 : 1'b0; 
endmodule
`timescale 1ns / 1ps
module uart_rcvr(clk, reset, s_tick, rx, rd_uart, r_data, rx_empty, rx_full);
	parameter W = 8;
	input clk, reset;
	input s_tick, rd_uart;
	input rx;
	output [W-1:0] r_data;
	output rx_empty, rx_full;
	wire [W-1:0]rx_dout;
	wire rx_done_tick;
	uart_rx UART_RX (	.clk(clk), 
						.reset(reset), 
						.rx(rx), 
						.s_tick(s_tick), 
						.rx_done_tick(rx_done_tick), 
						.dout(rx_dout)
					);
	fifo_buf FIFO_RX (	.clk(clk), 
						.reset(reset), 
						.wr_en(rx_done_tick), 
						.rd_en(rd_uart), 
						.w_data(rx_dout), 
						.r_data(r_data), 
						.full(rx_full), 
						.empty(rx_empty),
						.not_empty()
					 );
endmodule
`timescale 1ns / 1ps
module uart_rx(clk, reset, rx, s_tick, rx_done_tick, dout);
	parameter DBIT = 8,
			  SB_TICK = 16;
	input clk, reset;
	input rx, s_tick;
	output reg rx_done_tick;
	output [7:0] dout;
	parameter [1:0] IDLE  = 2'b00,
					START = 2'b01,
					DATA  = 2'b10,
					STOP  = 2'b11;	
	reg [1:0] cur_state, next_state;
	reg [7:0] b_reg, b_next;
	reg [2:0] n_reg, n_next;
	reg [3:0] s_reg, s_next;
	always @(posedge clk, negedge reset)
		begin
			if(!reset)
				begin
					cur_state <= IDLE;
					b_reg	<= 0;
					n_reg	<= 0;
					s_reg 	<= 0;
				end
			else
				begin
					cur_state <= next_state;
					b_reg <= b_next;
					n_reg <= n_next;
					s_reg <= s_next;
				end
		end
	always @(*)
		begin
			next_state = cur_state;
			rx_done_tick = 1'b0;
			s_next = s_reg;
			n_next = n_reg;
			b_next = b_reg;
			case(cur_state)
				IDLE	: begin 
							if(rx == 1'b0)
								begin
									next_state = START;
									s_next = 0;
								end
						  end
				START	: begin
							if(s_tick) 
								if(s_reg == 7)
									begin
										next_state = DATA;
										s_next = 0;
										n_next = 0;
									end
								else
									s_next = s_reg + 1;
						 end
				DATA	: begin
							if(s_tick)
								if(s_reg == 15)
									begin
										s_next = 0;
										b_next = {rx, b_reg[7:1]};
										if(n_reg == (DBIT-1))
											next_state = STOP;
										else
											n_next = n_reg + 1;
									end
								else
									s_next = s_reg + 1;
						 end
				STOP	: begin
							if(s_tick)
								if(s_reg == (SB_TICK-1))
									begin
										next_state = IDLE;
										rx_done_tick = 1'b1;
									end
								else
									s_next = s_reg + 1;
						  end
			endcase
		end
	assign dout = b_reg;
endmodule
`timescale 1ns / 1ps
module uart_top(clk, reset, rd_uart, wr_uart, rx, tx, w_data, r_data, tx_fifo_full, rx_fifo_empty, rx_fifo_full);
	parameter W = 8;
	input clk, reset;
	input rd_uart, wr_uart, rx;
	input [W-1:0] w_data;
	output [W-1:0] r_data;
	output tx_fifo_full, rx_fifo_empty, rx_fifo_full, tx;
	wire tick;
	mod_m_counter BAUD_GEN	(	.clk(clk), 
					.reset(reset), 
					.max_tick(tick), 
					.q()
				);
	uart_rcvr UART_RCVR	(	.clk(clk), 
					.reset(reset), 
					.s_tick(tick), 
					.rx(rx), 
					.rd_uart(rd_uart), 
					.r_data(r_data), 
					.rx_empty(rx_fifo_empty), 
					.rx_full(rx_fifo_full)
				);
	uart_txmt UART_TXMT	(	.clk(clk), 
					.reset(reset), 
					.s_tick(tick), 
					.w_data(w_data), 
					.wr_uart(wr_uart), 
					.tx(tx), 
					.tx_full(tx_fifo_full)
				);
endmodule
`timescale 1ns / 1ps
module uart_tx(clk, reset, tx_start, s_tick, din, tx_done_tick, tx);
	parameter DBIT = 8,			 
				 SB_TICK = 16;		 
	input clk, reset;
	input tx_start, s_tick;
	input [7:0] din;
	output tx;
	output reg tx_done_tick;
	parameter [1:0] IDLE  = 2'b00,
					START = 2'b01,
					DATA  = 2'b10,
					STOP  = 2'b11;
	reg [1:0] cur_state, next_state;
	reg [7:0] b_reg, b_next;
	reg [2:0] n_reg, n_next;
	reg [3:0] s_reg, s_next;
	reg tx_reg, tx_next;
	always @(posedge clk, negedge reset)
		begin
			if(!reset)
				begin
					cur_state <= IDLE;
					b_reg	<= 0;
					n_reg	<= 0;
					s_reg 	<= 0;
					tx_reg  <= 1'b1;
				end
			else
				begin
					cur_state <= next_state;
					b_reg <= b_next;
					n_reg <= n_next;
					s_reg <= s_next;
					tx_reg <= tx_next;
				end
		end
	always @(*)
		begin
			next_state = cur_state;
			tx_done_tick = 1'b0;
			s_next = s_reg;
			n_next = n_reg;
			b_next = b_reg;
			tx_next = tx_reg;
			case(cur_state)
				IDLE	: begin 
							if(tx_start)
								begin
									next_state = START;
									s_next = 0;
									b_next = din;
								end
						  end
				START	: begin
							tx_next = 1'b0; 
							if(s_tick)
								if(s_reg == 15)
									begin
										next_state = DATA;
										s_next = 0;
										n_next = 0;
									end
							else
								s_next = s_reg + 1;
						 end
				DATA	: begin
							tx_next = b_reg[0];
							if(s_tick)
								if(s_reg == 15)
									begin
										s_next = 0;
										b_next = b_reg >> 1;
										if(n_reg == (DBIT-1))
											next_state = STOP;
										else
											n_next = n_reg + 1;
									end
								else
									s_next = s_reg + 1;
						 end
				STOP	: begin
							tx_next = 1'b1; 
							if(s_tick)
								if(s_reg == (SB_TICK-1))
									begin
										next_state = IDLE;
										tx_done_tick = 1'b1;
									end
								else
									s_next = s_reg + 1;
						  end
			endcase
		end	
	assign tx = tx_reg;
endmodule
`timescale 1ns / 1ps
module uart_txmt(clk, reset, s_tick, w_data, wr_uart, tx, tx_full);
	parameter W = 8;
	input clk, reset;
	input s_tick, wr_uart;
	input [W-1:0] w_data;
	output tx, tx_full;
	wire [W-1:0]tx_din;
	wire tx_done_tick, tx_empty;
	wire tx_fifo_not_empty;  
	fifo_buf FIFO_TX ( .clk(clk), 
						.reset(reset), 
						.wr_en(wr_uart), 
						.rd_en(tx_done_tick), 
						.w_data(w_data), 
						.r_data(tx_din), 
						.full(tx_full), 
						.empty(),
						.not_empty(tx_fifo_not_empty)
					);
	uart_tx UART_TX ( 	.clk(clk), 
						.reset(reset), 
						.tx_start(tx_fifo_not_empty), 
						.s_tick(s_tick), 
						.din(tx_din), 
						.tx_done_tick(tx_done_tick), 
						.tx(tx)
					);
endmodule
</file>
==> deck_impl_summary.md <==
Flow Results at a Glance

Logic synthesis
  • Ys flop type: dfrtp_1
  • Number of enable flip-flop cells: 0
  • Netlist cell types: roughly 64
  • Synth Seq Share: between 50% and 60%
  • Yosys chip area: approximately 0.0096 mm^2
  • Syn Inst Count: between 700 and 800
  • Top-count cell post-synth: dfrtp_1
  • Commonest cells post-synth: dfrtp_1 (196), mux2_2 (126), nand2_1 (45), o21ai_0 (45), ha_1 (31)
  • Async set-reset flop share out of synthesis: a little over nine tenths
  • Yosys reg bits: 207
  • Area leader, netlist: dfrtp_1
  • Syn. warnings: 5
  • Syn Area/Cell: around 12 um^2
  • Synthesized area: 0.00965 mm^2
  • Top cells, area: dfrtp_1 (51%), mux2_2 (15%), ha_1 (4.0%), mux2_4 (2.5%), o21ai_0 (2.3%)
  • Post-synthesis cell count from yosys: 781
  • Dominant cell area share: about half

Floorplan
  • Fp_density: approximately 51%
  • I/O pin count: 25
  • Die W: roughly 140 um
  • DIE HEIGHT: around 140 um
  • Chip area: roughly 0.020 mm^2
  • Core Area: about 0.019 mm^2
  • FP Rows: approximately 50

Placed design
  • DP Wirelength: between 10,000 and 15,000 um
  • GP Congestion: ~0.88
  • Port Buffer Count: 24

Worst setup path
  • Crit Path Max Fanout: 21
  • R2r endpoint: UART_RCVR.FIFO_RX.mem[0][6]$_DFFE_PN0P_
  • Reg2Reg Depth: 6
  • Reg2Reg Launch Point: BAUD_GEN.q[0]$_SDFF_PN0_
  • CP Cell Sequence: xnor2_1 -> nand4_2 -> inv_1 -> clkdlybuf4s50_1
  • Worst R2R Setup Slack: 0.93 ns
  • CP startpoint kind: register
  • Crit path launch: UART_RCVR.FIFO_RX.rd_ptr[2]$_DFFE_PN0P_
  • Crit path largest cell delay: just over 0.8 ns
  • CP arrival: ~2.4 ns
  • Crit path required time: 2.80 ns
  • Worst setup path category: register to output port
  • Worst Setup End Kind: output port
  • Slowest cell on the critical path: dfrtp_1

Routing
  • Vias per cell: a little under 6
  • Remaining DRCs: 0
  • Pre-antenna DRT Iters: 5
  • Vias: roughly 6,200
  • Antenna cells: 0
  • WL per Instance: between 15 and 20 um
  • Iter 0 DRT Violations: around 400
  • Final wirelength: 19,900 um
  • DRT antenna net count: 0

Timing
  • Final Cycle Share: approximately nine tenths
  • Skew final: 0.0104 ns
  • Worst slew margin: between 40% and 50%
  • Final setup fails: 0
  • Min Tclk post-route: 3.11 ns
  • Hold Worst Slack: about 0.26 ns
  • FMAX: approximately 320 MHz
  • Setup TNS: 0 ns
  • Hold Violations, Final: 0
  • RSZ-0062 raised after global routing: false
  • Worst Tran Pin Value: ~0.77 ns
  • Final slew viol count: 0

Global routing
  • Antenna violations before repair: 0
  • Largest net degree at the start of global routing: 96
  • Vias in the first global route: ~6,000
  • First-pass GRT wire length: about 33,000 um
  • Grt ovf: 0
  • GR Util All Layers: between 20 and 25%

Clock tree
  • TritonCTS clock tree: yes
  • Root Driver: clkbuf_16
  • CTS Hold Bufs: 0
  • Clock Pin Slew Worst Setup and Hold Paths: ~0.060 ns
  • PostCTS Resize Cnt: 0
  • Maximum clock insertion buffer count: 3
  • H-tree levels: 1
  • Late-Pin Clk Latency: roughly 0.5 ns
  • # Post-CTS Setup Buffers: 0
  • Num CTS Buffers: 23
  • Clock sinks: a little over 200

Final layout
  • Largest regs: UART_RCVR.FIFO_RX.mem: 64 flops, UART_TXMT.FIFO_TX.mem: 64 flops
  • Share of layout cells above drive strength 1: about a quarter
  • Area grow syn2layout: 11.8%

Status
  • Outcome: completed

Pwr
  • Peak supply drop: between 0.4 and 0.5 mV
  • Power Dens Cells: around 600 mW/mm^2
  • Lkg Pwr: around 4.9 nW

Job
  • Max cap viols: 0
  • Log Warnings: 41

Worst hold path
  • Worst hold path type: primary input to async pin
-- logic make-up after synthesis --
kind of cell             after synthesis  share of synthesized area (%)
adder cells (fa/ha/maj)               31                           4.02
multiplexers                         150                           18.0
flip-flops                           207                           53.3
AND-OR/OR-AND                        150                           10.7
XOR/XNOR                              24                           2.18
buffers and inverters                 63                           2.96
AND/OR/NAND/NOR                      156                           8.82
-- worst max path at each step --
stage and to:
5_1_grt rx_fifo_full, 4_1_cts rx_fifo_full, 6_report rx_fifo_full
-- final cells by class --
class                      count  area (um^2)
clock buffer                  34          667
timing repair buffer          29          294
sequential                   207         5140
fill                        1447         8040
clock inverter                 5         75.1
multi-input combinational    511         4220
inverter                      17         63.8
tap                          260          325
-- where the power goes --
group / switching (W) / internal [W] / total [W] / leakage [nW]
registers: 0.000247 / 0.00280 / 0.00304 / 2.68
logic: 0.000393 / 0.000558 / 0.000952 / 1.82
clock network: 0.000914 / 0.00145 / 0.00237 / 0.366
total: 0.00155 / 0.00481 / 0.00636 / 4.87
-- placed cells by master, fill, tap and decap left out, drive strengths merged, types with 3 or more instances in the layout --
cell,Yosys,final
dfrtp,196,196
mux2,142,142
nand2,46,46
o21ai,46,46
clkbuf,18,35
ha,31,31
nor2,29,29
clkdlybuf4s50,0,23
nand3,21,21
a21oi,19,19
inv,17,17
xnor2,17,17
a22oi,17,17
a222oi,15,15
and3,11,11
nand4,11,11
a31oi,10,10
a221oi,9,9
dfxtp,8,8
and2,8,8
mux2i,8,8
xor2,7,7
a221o,7,7
a22o,5,5
nor2b,5,5
o22ai,5,5
nor3,5,5
buf,28,5
nor4,4,4
dfstp,3,3
or2,3,3
a211oi,3,3
o211ai,3,3
clkinv,0,3
and4,3,3
-- layer usage --
metal  part of all wire, %  vias to the layer above  track usage [%]
met3                   4.2                       37             2.66
met5                     0                        -                0
met1                    47                     3122             37.2
met4                   2.8                        0             5.43
met2                    46                      162             32.8
li1                      -                     2888                -
-- worst max-delay path, delay by kind of cell, from the launching register on --
kind,cells,cell delay [ns]
flops,1,0.83
xor+xnor,1,0.23
simple gates,1,0.22
buf+inv,2,0.64
-- stage by stage --
| stage | instance area, um^2 | worst slack [ns] | total power (W) | instances | util (%) |
|---|---|---|---|---|---|
| after CTS | 10800 | 0.388 | 0.00643 | 1063 | 57.3 |
| after global routing | 10800 | 0.276 | 0.00665 | 1063 | 57.3 |
| final | 10800 | 0.389 | 0.00636 | 1063 | 57.3 |
| after detailed placement | 10000 | 0.838 | 0.00404 | 1024 | 53.4 |
| after floorplan | 9650 | 1.46 | 0.00376 | 781 | - |
| after global placement | 10000 | 0.905 | 0.00400 | 1024 | 53.4 |
No activity file was given, so power comes from the tool's default toggle rates.
